### design/flow/config.mk
export PLATFORM = sky130hd
export DESIGN_NAME = crossbar
export DESIGN_NICKNAME = crossbar
export VERILOG_FILES = /design/flow/design.v
export SDC_FILE = /design/flow/constraint.sdc
export NUM_CORES = 4
export LEC_CHECK = 1
export CORE_AREA = 10 10 311 311
export DIE_AREA = 0 0 321 321
### design/flow/constraint.sdc
current_design crossbar

set clk_period 17.4
set clk_io_pct 0.2

create_clock -name clk0 -period $clk_period [get_ports {clk}]

set non_clock_inputs [all_inputs -no_clocks]
set_input_delay [expr $clk_period * $clk_io_pct] -clock clk0 $non_clock_inputs
set_output_delay [expr $clk_period * $clk_io_pct] -clock clk0 [all_outputs]
### design/flow/design.v
module arbiter (
	clk,    
	reset,    
	req3,
	req2,
	req1,
	req0,   
	gnt3,   
	gnt2,   
	gnt1,   
	gnt0
	);
	input  clk;    
	input  reset;    
	input  req3;             
	input  req2;   
	input  req1;                          
	input  req0;   
	output gnt3;             
	output gnt2;   
	output gnt1;   
	output gnt0;
	wire beg       ;         
        wire comreq    ;         
	wire [1:0] gnt ;         
	reg  lgnt0     ;         
	reg  lgnt1     ;
	reg  lgnt2     ;
	reg  lgnt3     ;
	reg  enmask    ;         
	reg  mask0     ;         
	reg  mask1     ;  
	always @ (posedge clk)
	if (reset) begin         
	  lgnt0 <= 0;
	  lgnt1 <= 0;
	  lgnt2 <= 0;
	  lgnt3 <= 0;
	end 
        else 
          begin 
            lgnt0 <= (~comreq & ~mask1 & ~mask0 & ~req3 & ~req2 & ~req1 & req0)     
                   | (~comreq & ~mask1 &  mask0 & ~req3 & ~req2 &  req0)             
                   | (~comreq &  mask1 & ~mask0 & ~req3 &  req0)                     
                   | (~comreq &  mask1 &  mask0 & req0)                              
                   | ( comreq &  lgnt0);
            lgnt1 <= (~comreq & ~mask1 & ~mask0 &  req1)
                   | (~comreq & ~mask1 &  mask0 & ~req3 & ~req2 &  req1 & ~req0)
                   | (~comreq &  mask1 & ~mask0 & ~req3 &  req1 & ~req0)
                   | (~comreq &  mask1 &  mask0 &  req1 & ~req0)
                   | ( comreq &  lgnt1);
            lgnt2 <= (~comreq & ~mask1 & ~mask0 &  req2 & ~req1)
                   | (~comreq & ~mask1 &  mask0 &  req2)
                   | (~comreq &  mask1 & ~mask0 & ~req3 &  req2 & ~req1 & ~req0)
                   | (~comreq &  mask1 &  mask0 &  req2 & ~req1 & ~req0)
                   | ( comreq &  lgnt2);
            lgnt3 <= (~comreq & ~mask1 & ~mask0 & req3  & ~req2 & ~req1)
                   | (~comreq & ~mask1 &  mask0 & req3  & ~req2)
                   | (~comreq &  mask1 & ~mask0 & req3)
                   | (~comreq &  mask1 &  mask0 & req3  & ~req2 & ~req1 & ~req0)
                   | ( comreq &  lgnt3);
	  end 
	assign beg = (req3 | req2 | req1 | req0) & ~comreq;  
	always @ (posedge clk) begin                                                                       
          enmask <= (beg & ~enmask);                            
	end 
	assign comreq = (req3 & lgnt3)
		      | (req2 & lgnt2)
		      | (req1 & lgnt1)
		      | (req0 & lgnt0);
	assign gnt = {(lgnt3 | lgnt2),(lgnt3 | lgnt1)};
	always @ (posedge clk) begin
	  if(reset) begin
	    mask1 <= 0;
	    mask0 <= 0;
	  end else if (enmask) begin  
	    mask1 <= gnt[1];         
	    mask0 <= gnt[0];
	  end else begin
	    mask1 <= mask1;
	    mask0 <= mask0;
	  end 
        end
	assign gnt3 = lgnt3;   
	assign gnt2 = lgnt2;
	assign gnt1 = lgnt1;
	assign gnt0 = lgnt0;
endmodule
module crossbar (
	input clk,                                        
	input reset,                                      
	input  master_0_req,				  
	output master_0_ack,                              
	input  master_0_cmd,				  
	output master_0_resp,                             
	input  [31:0] master_0_addr,                      
	input  [31:0] master_0_wdata,                     
	output [31:0] master_0_rdata,                     
	input  master_1_req,				
	output master_1_ack,
	input  master_1_cmd,				
	output master_1_resp,
	input  [31:0] master_1_addr,
	input  [31:0] master_1_wdata,
	output [31:0] master_1_rdata,
	input  master_2_req,
	output master_2_ack,
	input  master_2_cmd,
	output master_2_resp,
	input  [31:0] master_2_addr,
	input  [31:0] master_2_wdata,
	output [31:0] master_2_rdata,
	input  master_3_req,
	output master_3_ack,
	input  master_3_cmd,
	output master_3_resp,
	input  [31:0] master_3_addr,
	input  [31:0] master_3_wdata,
	output [31:0] master_3_rdata,
	output slave_0_req,
	input  slave_0_ack,
	output slave_0_cmd,
	input  slave_0_resp,
	input  [31:0] slave_0_rdata,
	output [31:0] slave_0_wdata,
	output [31:0] slave_0_addr,
	output slave_1_req,
	input  slave_1_ack,
	output slave_1_cmd,
	input  slave_1_resp,
	input  [31:0] slave_1_rdata,
	output [31:0] slave_1_wdata,
	output [31:0] slave_1_addr,
	output slave_2_req,
	input  slave_2_ack,
	output slave_2_cmd,
	input  slave_2_resp,
	input  [31:0] slave_2_rdata,
	output [31:0] slave_2_wdata,
	output [31:0] slave_2_addr,
	output slave_3_req,
	input  slave_3_ack,
	output slave_3_cmd,
	input  slave_3_resp,
	input  [31:0] slave_3_rdata,
	output [31:0] slave_3_wdata,
	output [31:0] slave_3_addr
	);
	wire [3:0] slave_resp = {slave_3_resp, slave_2_resp, slave_1_resp, slave_0_resp}; 
	wire [3:0] slave_ack = {slave_3_ack, slave_2_ack, slave_1_ack, slave_0_ack};
	wire [3:0] master;
	reg  [3:0] master_read;	 
	arbiter arb(
	  .clk(clk),
	  .reset(reset),
	  .req0(master_0_req),
	  .req1(master_1_req),
	  .req2(master_2_req),
	  .req3(master_3_req),
	  .gnt0(master[0]),
	  .gnt1(master[1]),
	  .gnt2(master[2]),
	  .gnt3(master[3])
	);   
	always @(posedge clk) begin
	  if (reset)
	    master_read <= 0;  
	  else if (slave_resp)
	    master_read <= 0;
	  else if (master)
	    master_read <= (master[0] && !master_0_cmd) ? 4'b0001 :
			   (master[1] && !master_1_cmd) ? 4'b0010 :
			   (master[2] && !master_2_cmd) ? 4'b0100 : 
			   (master[3] && !master_3_cmd) ? 4'b1000 : 4'b0000;
	end    
	assign master_0_rdata = (master_0_resp) ?
				   slave_0_resp ? slave_0_rdata:
				   slave_1_resp ? slave_1_rdata:
				   slave_2_resp ? slave_2_rdata:
				   slave_3_resp ? slave_3_rdata: 0 : 0;
	assign master_1_rdata = (master_1_resp) ?
			           slave_0_resp ? slave_0_rdata:
				   slave_1_resp ? slave_1_rdata:
				   slave_2_resp ? slave_2_rdata:
				   slave_3_resp ? slave_3_rdata: 0 : 0;
	assign master_2_rdata = (master_2_resp) ?
				   slave_0_resp ? slave_0_rdata:
				   slave_1_resp ? slave_1_rdata:
			           slave_2_resp ? slave_2_rdata:
				   slave_3_resp ? slave_3_rdata: 0 : 0;
	assign master_3_rdata = (master_3_resp) ?
				   slave_0_resp ? slave_0_rdata:
				   slave_1_resp ? slave_1_rdata:
				   slave_2_resp ? slave_2_rdata:
				   slave_3_resp ? slave_3_rdata: 0 : 0;
	assign master_0_resp = (master_read == 4'b0001 && slave_resp) ? 1'b1 : 1'b0;  
	assign master_1_resp = (master_read == 4'b0010 && slave_resp) ? 1'b1 : 1'b0;
	assign master_2_resp = (master_read == 4'b0100 && slave_resp) ? 1'b1 : 1'b0;
	assign master_3_resp = (master_read == 4'b1000 && slave_resp) ? 1'b1 : 1'b0; 
	assign master_0_ack = (master == 4'b0001 && slave_ack) ? 1'b1 : 1'b0;     
	assign master_1_ack = (master == 4'b0010 && slave_ack) ? 1'b1 : 1'b0;
	assign master_2_ack = (master == 4'b0100 && slave_ack) ? 1'b1 : 1'b0;
	assign master_3_ack = (master == 4'b1000 && slave_ack) ? 1'b1 : 1'b0;  
	assign slave_0_addr = (slave_0_req) ?
		        (master == 4'b0001) ? master_0_addr:
			(master == 4'b0010) ? master_1_addr:
			(master == 4'b0100) ? master_2_addr:
			(master == 4'b1000) ? master_3_addr: 0 : 0;
	assign slave_1_addr = (slave_1_req) ?
		        (master == 4'b0001) ? master_0_addr:
		        (master == 4'b0010) ? master_1_addr:
		        (master == 4'b0100) ? master_2_addr:
		        (master == 4'b1000) ? master_3_addr: 0 : 0;
	assign slave_2_addr = (slave_2_req) ?
		        (master == 4'b0001) ? master_0_addr:
		        (master == 4'b0010) ? master_1_addr:
			(master == 4'b0100) ? master_2_addr:
			(master == 4'b1000) ? master_3_addr: 0 : 0;
	assign slave_3_addr = (slave_3_req) ?
		        (master == 4'b0001) ? master_0_addr:
		        (master == 4'b0010) ? master_1_addr:
		        (master == 4'b0100) ? master_2_addr:
		        (master == 4'b1000) ? master_3_addr: 0 : 0;
	assign slave_0_cmd = (slave_0_req) ?
		       (master == 4'b0001) ? master_0_cmd:
		       (master == 4'b0010) ? master_1_cmd:
		       (master == 4'b0100) ? master_2_cmd:
		       (master == 4'b1000) ? master_3_cmd: 1'b0 : 1'b0;
	assign slave_1_cmd = (slave_1_req) ?
		       (master == 4'b0001) ? master_0_cmd:
		       (master == 4'b0010) ? master_1_cmd:
		       (master == 4'b0100) ? master_2_cmd:
		       (master == 4'b1000) ? master_3_cmd: 1'b0 : 1'b0;
	assign slave_2_cmd = (slave_2_req) ?
		       (master == 4'b0001) ? master_0_cmd:
		       (master == 4'b0010) ? master_1_cmd:
		       (master == 4'b0100) ? master_2_cmd:
		       (master == 4'b1000) ? master_3_cmd: 1'b0 : 1'b0;
	assign slave_3_cmd = (slave_3_req) ?
		       (master == 4'b0001) ? master_0_cmd:
		       (master == 4'b0010) ? master_1_cmd:
		       (master == 4'b0100) ? master_2_cmd:
		       (master == 4'b1000) ? master_3_cmd: 1'b0 : 1'b0;
	assign slave_0_wdata = (slave_0_req) ?
		         (master == 4'b0001) ? master_0_wdata:
		         (master == 4'b0010) ? master_1_wdata:
			 (master == 4'b0100) ? master_2_wdata:
			 (master == 4'b1000) ? master_3_wdata: 0 : 0;
	assign slave_1_wdata = (slave_1_req) ?
			 (master == 4'b0001) ? master_0_wdata:
			 (master == 4'b0010) ? master_1_wdata:
		         (master == 4'b0100) ? master_2_wdata:
		         (master == 4'b1000) ? master_3_wdata: 0 : 0;
	assign slave_2_wdata = (slave_2_req) ?
			 (master == 4'b0001) ? master_0_wdata:
		         (master == 4'b0010) ? master_1_wdata:
			 (master == 4'b0100) ? master_2_wdata:
			 (master == 4'b1000) ? master_3_wdata: 0 : 0;
	assign slave_3_wdata = (slave_3_req) ?
			 (master == 4'b0001) ? master_0_wdata:
			 (master == 4'b0010) ? master_1_wdata:
			 (master == 4'b0100) ? master_2_wdata:
			 (master == 4'b1000) ? master_3_wdata: 0 : 0;
        reg slave_0_ack_delayed;
        reg slave_1_ack_delayed;
        reg slave_2_ack_delayed;
        reg slave_3_ack_delayed;
        always @(posedge clk) begin
          slave_0_ack_delayed <= slave_0_ack;
          slave_1_ack_delayed <= slave_1_ack;
          slave_2_ack_delayed <= slave_2_ack;
          slave_3_ack_delayed <= slave_3_ack;
        end
        assign slave_0_req = (((master == 4'b0001 && master_0_addr[31:30] == 2'b00) ||
			       (master == 4'b0010 && master_1_addr[31:30] == 2'b00) ||
			       (master == 4'b0100 && master_2_addr[31:30] == 2'b00) ||
			       (master == 4'b1000 && master_3_addr[31:30] == 2'b00)) && ~slave_0_ack_delayed) ? 1'b1 : 1'b0;
        assign slave_1_req = (((master == 4'b0001 && master_0_addr[31:30] == 2'b01) ||
			       (master == 4'b0010 && master_1_addr[31:30] == 2'b01) ||
			       (master == 4'b0100 && master_2_addr[31:30] == 2'b01) ||
			       (master == 4'b1000 && master_3_addr[31:30] == 2'b01)) && ~slave_1_ack_delayed) ? 1'b1 : 1'b0;
        assign slave_2_req = (((master == 4'b0001 && master_0_addr[31:30] == 2'b10) ||
			       (master == 4'b0010 && master_1_addr[31:30] == 2'b10) ||
			       (master == 4'b0100 && master_2_addr[31:30] == 2'b10) ||
			       (master == 4'b1000 && master_3_addr[31:30] == 2'b10)) && ~slave_2_ack_delayed) ? 1'b1 : 1'b0;
        assign slave_3_req = (((master == 4'b0001 && master_0_addr[31:30] == 2'b11) ||
			       (master == 4'b0010 && master_1_addr[31:30] == 2'b11) ||
			       (master == 4'b0100 && master_2_addr[31:30] == 2'b11) ||
			       (master == 4'b1000 && master_3_addr[31:30] == 2'b11)) && ~slave_3_ack_delayed) ? 1'b1 : 1'b0;
endmodule
### design/flow/run.sh
#!/bin/bash
# OpenROAD 26Q1-2900-gdf79404cd8, Yosys 0.63+post, stock flow scripts
make -C /OpenROAD-flow-scripts/flow DESIGN_CONFIG=/design/flow/config.mk WORK_HOME=/design/flow/orfs finish
==> run_results.csv <==
group,metric,value,unit
run_status,outcome,"complete, no violations",
final_layout,final_core_util,17.31,%
clock_tree,cts-root-buf,"clkbuf_16",
drt,drt_iter0_drc,645,
clock_tree,cts_hold_buf,0,
run,drv_cap,0,
drt,first_pass_iters,4,
grt,grt_pass1_vias,11180,
setup_path,cp_max_fo,40,
synthesis,synth.avg_cell_area,5.552,um^2
grt,grt_use_total,13.39,%
final_timing,fin_crit,9.638,ns
final_timing,clock.fmax,103.8,MHz
die,chipArea,103000,um^2
drt,drtAntennaViolNets,0,
setup_path,crit_path_start_kind,"input port",
final_timing,rsz0062_at_grt,"no",
final_layout,fillers,10220,
drt,routedWlPerCell,24.28,um
setup_path,cp-end-kind,"output pin",
die,rows,110,
placed_design,io_buffers,797,
die,die_y,321,um
clock_tree,cts_buffer_depth,2,
final_timing,hold_viol_final,0,
synthesis,ys_types,44,
clock_tree,postCtsSetupRepairBufs,0,
clock_tree,cts_tree,"built",
drt,vias,11220,
final_timing,finalSetupTns,0,ns
synthesis,netlist_area,6152,um^2
final_timing,period_used_share,55.39,%
grt,grt_max_degree,65,
worst_hold_path,min_from,"arb.lgnt1",
setup_path,r2r_start,"arb.lgnt3",
synthesis,ys_seq_share,4.881,%
grt,overflow,0,
power,p_leak,0.005455,uW
placed_design,dp_cells,3012,
clock_tree,clk_pin_slew_worst_paths,0.05,ns
final_timing,clock_skew,0.004276,ns
synthesis,async_reset_ff_share,0,%
worst_hold_path,hold_class,"reg2reg",
synthesis,enable_flop_cells,0,
die,core,90010,um^2
placed_design,gp_congestion,0.8883,
final_layout,syn_to_final_growth,153.3,%
synthesis,ys_warn_count,2,
final_timing,setup_viol,0,
grt,antenna_found_initial,18,
die,die_w,321,um
synthesis,ff_type,"dfxtp_1",
die,initial_core_util,6.835,%
drt,vias_per_cell,3.720,
setup_path,ff2ff_path_depth,4,
synthesis,ys_cells,1108,
clock_tree,worst_skew_pair.late_latency,0.24,ns
die,ios,802,
drt,drt-total-wl,73.26,mm
drt,drc,0,
final_layout,final_cells,3017,
run,warnings,25,
setup_path,rrSetupSlack,15.48,ns
power,ir_drop,0.00003627,V
power,power_density,39.93,nW/um^2
clock_tree,htreeDepth,1,
synthesis,synth_cells,1108,
synthesis,ys.flops,15,
grt,grt_pass1_wl,95.92,mm
worst_hold_path,holdPathStages,2,
setup_path,cp.arrival,6.16,ns
setup_path,cp.required,13.92,ns
final_timing,fin_ws,7.762,ns
placed_design,hpwl,62.15,mm
setup_path,reg2reg_to,"arb.mask0",
final_timing,relSlewSlack,28.81,%
worst_hold_path,min_to,"arb.lgnt1",
synthesis,ys_area,6152,um^2
clock_tree,cts_resized,0,
placed_design,dp_slack,7.716,ns
setup_path,crit_type,"in2out",
power,p_total,622.2,uW
final_timing,worstMarginPinSlew,1.068,ns
clock_tree,clock-sinks,15,
final_layout,final_layout_size_suffix_gt1_share,4.728,%
final_timing,maxSlewViolCount,0,
clock_tree,cts_made_buffers,3,
==> through the flow <==
step	area, um^2	hold WS (ns)
after floorplan	6163	0.4490
after global placement	15500	0.4690
after detailed placement	15500	0.4679
after CTS	15580	0.4828
after global routing	15580	0.4953
final	15580	0.4840
==> worst max-delay path: stages <==
cell             delay [ns]
clkdlybuf4s50_1        0.54
nand2b_1               0.12
o32ai_1                0.11
o21bai_4               0.73
buf_4                  0.54
nor2_1                 0.10
clkdlybuf4s50_1        0.47
==> routing by layer <==
layer  up-vias  routed length [um]  GRT usage (%)
met5         -                 115              0
met4        16                1232          1.830
met3        68                7909          5.404
met2       614               35300          22.95
met1      5242               28700          15.89
li1       5284                   -              -
==> where the power goes <==
group	leakage, uW	switching [uW]	total, uW	internal [uW]
logic	0.00529	308	522	214
registers	0.000126	15.8	55.0	39.2
clock network	0.0000371	14.1	45.0	30.9
total	0.00545	338	622	284
==> cells by family after synthesis <==
logic type,synth area share (%)
compound gates,35.83
flops,4.881
simple gates,44.07
buf+inv,14.99
mux,0.1627
other cells,0.06095
==> worst max-delay path by stage <==
stage	slack (ns)	startpoint	end	cells past startpoint
final	7.76	master_0_addr[30]	slave_2_wdata[9]	7
after global routing	7.59	master_0_addr[30]	slave_2_wdata[0]	7
after CTS	7.70	master_0_addr[30]	slave_2_wdata[0]	7
==> cell type report <==
cell class / instances / area [um^2] / share of cell area (%)
Multi-Input combinational cell: 884 / 4997 / 32.07
Clock buffer: 3 / 75.07 / 0.4818
Inverter: 82 / 307.8 / 1.975
Tap cell: 1176 / 1471 / 9.443
Timing Repair Buffer: 855 / 8411 / 53.97
Antenna cell: 1 / 2.502 / 0.01606
Sequential cell: 15 / 310.3 / 1.991
Clock inverter: 1 / 7.507 / 0.04818
==> cell usage in the layout, fill, tap and decap left out, drive strengths merged, types with 32 or more instances in the layout <==
cell type and count:
a221o 33, o22ai 33, o211ai 33, a21oi 103
nor2 389, nand3b 62, or4bb 32, inv 82
buf 61, nand2 44, clkdlybuf4s50 794, a22oi 64
==> synthesized netlist by cell type, types with 2 or more instances <==
cell,n,area [um^2]
or4b_1,2,20.02
a22oi_1,64,480.5
or4bb_1,32,360.4
o2111ai_1,2,17.52
dfxtp_1,15,300.3
nor2b_1,4,25.02
o32ai_1,5,43.79
inv_1,82,307.8
nor4b_4,2,47.55
or2_2,5,31.28
o21bai_1,3,22.52
o22ai_1,33,206.5
buf_4,5,37.54
a21oi_1,103,515.5
clkbuf_1,82,307.8
a21o_1,31,232.7
buf_1,12,45.04
nor3_1,6,30.03
buf_6,11,123.9
nor4_1,2,12.51
a22o_1,4,35.03
nand2b_1,5,31.28
a221o_1,33,330.3
nand3b_1,62,465.5
nor2_1,389,1460
buf_2,20,100.1
nand2_1,44,165.2
o211ai_1,33,247.7
or4b_4,2,27.53
==> sequential cells by signal, indices dropped and copies added, names as in the netlist <==
register	cells
arb.mask0	1
slave_1_ack_delayed	1
arb.lgnt1	1
slave_0_ack_delayed	1
arb.lgnt3	1
arb.mask1	1
arb.enmask	1
master_read	4
slave_3_ack_delayed	1
slave_2_ack_delayed	1
arb.lgnt2	1
arb.lgnt0	1
No activity file was given, so power comes from the tool's default toggle rates.
